### flow/run.sh
#!/bin/bash
# OpenROAD 26Q1-2900-gdf79404cd8, Yosys 0.63+post, stock flow scripts
make -C /OpenROAD-flow-scripts/flow DESIGN_CONFIG=/design/flow/config.mk WORK_HOME=/design/flow/orfs finish
### flow/config.mk
export PLATFORM = sky130hd
export DESIGN_NAME = PipeRegister
export DESIGN_NICKNAME = PipeRegister
export VERILOG_FILES = /design/flow/design.v
export SDC_FILE = /design/flow/constraint.sdc
export NUM_CORES = 4
export LEC_CHECK = 1
export CORE_UTILIZATION = 30
### flow/constraint.sdc
current_design PipeRegister

set clk_period 1.0
set clk_io_pct 0.2

create_clock -name clk0 -period $clk_period [get_ports {clk}]

set non_clock_inputs [all_inputs -no_clocks]
set_input_delay [expr $clk_period * $clk_io_pct] -clock clk0 $non_clock_inputs
set_output_delay [expr $clk_period * $clk_io_pct] -clock clk0 [all_outputs]
### flow/design.v
module PipeRegister(clk, rst, wrtEn, memWrtIn, memToRegIn, branchIn, jalIn, lwIn, regWrtIn, destRegIn, sextIn, aluIn, dataIn, pcIn, memWrtOut, memToRegOut, branchOut, jalOut, lwOut, regWrtOut, destRegOut, sextOut, aluOut, dataOut, pcOut);
	input clk, rst, wrtEn, memWrtIn, memToRegIn, branchIn, jalIn, lwIn, regWrtIn;
	input [3:0] destRegIn;
	input [31:0] sextIn, aluIn, dataIn, pcIn;
	output memWrtOut, memToRegOut, branchOut, jalOut, lwOut, regWrtOut;
	output [3:0] destRegOut;
	output [31:0] sextOut, aluOut, dataOut, pcOut;
	reg memWrtOut, memToRegOut, branchOut, jalOut, lwOut, regWrtOut;
	reg [3:0] destRegOut;
	reg [31:0] sextOut, aluOut, dataOut, pcOut;
	always @(posedge clk) begin
		if (wrtEn) begin
			memWrtOut <= memWrtIn;
			memToRegOut <= memToRegIn;
			branchOut <= branchIn;
			jalOut <= jalIn;
			lwOut <= lwIn;
			regWrtOut <= regWrtIn;
			destRegOut <= destRegIn;
			sextOut <= sextIn;
			aluOut <= aluIn;
			dataOut <= dataIn;
			pcOut <= pcIn;
		end
		if (rst) begin
			memWrtOut <= 1'b0;
			memToRegOut <= 1'b0;
			branchOut <= 1'b0;
			jalOut <= 1'b0;
			lwOut <= 1'b0;
			regWrtOut <= 1'b0;
			destRegOut <= 4'b0;
			sextOut <= 32'b0;
			aluOut <= 32'b0;
			dataOut <= 32'b0;
			pcOut <= 32'b0;
		end
	end
endmodule
==> impl_metrics.json <==
{
  "p_leak_nw": 3.98,
  "clk_latency_ns": 0.41,
  "setup_slack_ns": -0.0381,
  "fp-row-count": 46,
  "hold_ws_ns": 0.0775,
  "end_kind": "primary output",
  "netlist_instances": 445,
  "cts_max_path_buffers": 2,
  "ant_nets": 0,
  "drv_slew": 0,
  "syn_avg_cell_area_um2": 11.3,
  "wirelength_mm": 13.7,
  "cts.sinks": 138,
  "hp-class": "in -> reg",
  "cp_max_fo": 2,
  "drt-pass1-iter-count": 4,
  "ys_ff": 138,
  "ir_drop_mv": 1.63,
  "synth_warnings": 1,
  "drive_above_1_share_pct": 44.4,
  "power_mw": 14.9,
  "min-delay-start": "rst",
  "arrival_ns": 0.84,
  "h-tree-depth": 4,
  "grt_pass1_wl_mm": 21.4,
  "die_x_um": 131,
  "outcome": "finished, violations left",
  "violations": "negative setup slack",
  "clock-root-buffer": "clkbuf_16",
  "max_freq_mhz": 963,
  "cts_tree": "yes",
  "path_cells": "buf_2",
  "pin_count": 279,
  "yosys.cell_types.count": 8,
  "chipArea_mm2": 0.0172,
  "placed_area_mm2": 0.00792,
  "drcViolationCount": 0,
  "syn_to_final_growth_pct": 62.5,
  "core_mm2": 0.0161,
  "p_per_area_mw_per_mm2": 1830,
  "maxCapViolCount": 0,
  "die_height_um": 131,
  "cts.clk_slew.worst_paths_ns": 0.06,
  "portBuffers": 278,
  "final_cells": 961,
  "tool_warnings": 27,
  "rsz0062_at_grt": "yes",
  "drt_iter0_markers": 93,
  "crit_slowest_cell": "dfxtp_2",
  "cts_hold_buf": 0,
  "hold_violations": 0,
  "crit_type": "reg -> out",
  "worstSetupStartpoint": "dataOut[6]",
  "vias_per_cell": 4.23,
  "globalplace.congestion": 0.809,
  "cp_slowest_stage_delay_ns": 0.32,
  "tightestPinTransition_ns": 0.221,
  "r2r_start": "aluOut[16]",
  "slew_headroom_pct": 85.3,
  "period_used_pct": 104,
  "final_area_mm2": 0.00814,
  "grt_antenna_before_repair": 0,
  "grt_util_all_layers_pct": 15.9,
  "cts_made_buffers": 17,
  "numPlacedInstances": 924,
  "required_ns": 0.80,
  "antennaDiodeCount": 0,
  "drt-met1-wl_mm": 5.79,
  "wire_per_inst_um": 14.2,
  "gr-total-overflow": 0,
  "met2_length_mm": 6.22,
  "cp_num_buf_inv": 1,
  "dr_wl_met3_mm": 1.49,
  "seq_area_frac_synth_pct": 55.2,
  "synth.cell_area_mm2": 0.00501,
  "period_needed_ns": 1.04,
  "grt_max_degree": 47,
  "top_layer": "met4",
  "hpwl_mm": 9.66,
  "setup_viol": 138,
  "grt_pass1_vias": 4076,
  "skew_ns": 0,
  "cp_top_family": "flip-flops",
  "vias": 4068,
  "synth-area-yosys_mm2": 0.00501,
  "start_kind": "flip-flop",
  "ys_cells": 445,
  "initial_core_util_pct": 31.1
}
[cell usage in the layout, fill, tap and decap left out]
cell type / n
dfxtp_2: 138
nor2_1: 138
buf_12: 7
clkbuf_8: 6
buf_2: 137
mux2i_1: 138
clkinv_2: 1
clkbuf_16: 17
bufinv_16: 5
clkdlybuf4s50_1: 138
inv_6: 1
clkinv_4: 2
buf_4: 15
buf_6: 2
[where the power goes]
| group | total, mW | leakage [nW] | switching [mW] | internal (mW) |
|---|---|---|---|---|
| Combinational | 1.66 | 2.45 | 0.575 | 1.09 |
| Clock | 7.15 | 0.340 | 2.30 | 4.84 |
| Sequential | 6.04 | 1.19 | 0.148 | 5.89 |
[state kept, by name, indices dropped and copies added (netlist names)]
register / cells
jalOut: 1
dataOut: 32
pcOut: 32
memWrtOut: 1
branchOut: 1
memToRegOut: 1
destRegOut: 4
lwOut: 1
regWrtOut: 1
aluOut: 32
sextOut: 32
[Yosys cell counts (all sizes together)]
cell type | instances | area (um^2)
clkbuf | 12 | 45.0
mux2i | 138 | 1380
dfxtp | 138 | 2760
nor2 | 138 | 518
buf | 19 | 302
[worst paths after layout]
path	to	slack [ns]	cells past startpoint
worst min-delay path	sextOut[21]	0.08	2
worst max-delay path	dataOut[6]	-0.04	1
worst max register to register	aluOut[16]	0.26	3
worst min register to register	aluOut[18]	0.48	2
[logic make-up (layout without fill, tap and decap cells)]
group	Yosys count	in the layout	share of synthesized area, %
mux	138	138	27.6
flops	138	138	55.2
buf+inv	31	331	6.92
simple gates	138	138	10.3
[metal layers]
layer  up-vias  global-route usage [%]
met5         -                       0
met4         0                    2.22
met3         9                    7.40
met2       182                    25.1
met1      1834                    20.6
li1       2043                       -
[metrics by stage]
step	utilization (%)	TNS (ns)	setup WS [ns]
2_1_floorplan	-	0	0.0426
3_3_place_gp	49.2	-0.782	-0.0289
3_5_place_dp	49.2	-2.69	-0.0533
4_1_cts	50.4	-6.71	-0.0639
5_1_grt	50.5	-9.26	-0.0873
6_report	50.5	-3.25	-0.0381
[what timing repair did]
item / CTS / global route
setup buffers: 3 / 2
resized: 567 / 1
hold endpoints to repair: 0 / 0
endpoints found under the setup margin: 138 / 138
[cell type report]
| cell class | count | area (um^2) |
|---|---|---|
| fill | 1447 | 7980 |
| clock inverter | 9 | 181 |
| clock buffer | 23 | 508 |
| timing repair buffer | 299 | 2340 |
| tap | 216 | 270 |
| multi-input combinational | 276 | 1900 |
| sequential | 138 | 2940 |
Power and IR drop assume default switching activity.
