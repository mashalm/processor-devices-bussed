--- ./run.sh ---
#!/bin/bash
# OpenROAD 26Q1-2900-gdf79404cd8, Yosys 0.63+post, stock flow scripts
make -C /OpenROAD-flow-scripts/flow DESIGN_CONFIG=/design/flow/config.mk WORK_HOME=/design/flow/orfs finish
--- ./constraint.sdc ---
current_design RegisterFile

set clk_period 4.8
set clk_io_pct 0.2

create_clock -name clk0 -period $clk_period [get_ports {clk}]

set non_clock_inputs [all_inputs -no_clocks]
set_input_delay [expr $clk_period * $clk_io_pct] -clock clk0 $non_clock_inputs
set_output_delay [expr $clk_period * $clk_io_pct] -clock clk0 [all_outputs]
--- ./config.mk ---
export PLATFORM = sky130hd
export DESIGN_NAME = RegisterFile
export DESIGN_NICKNAME = RegisterFile
export VERILOG_FILES = /design/flow/design.v
export SDC_FILE = /design/flow/constraint.sdc
export NUM_CORES = 4
export LEC_CHECK = 1
export CORE_UTILIZATION = 40
--- ./design.v ---
module RegisterFile(clk, rst, wrtEn, wrtEnOut, wrtR, dIn, dr, sr1, sr2, sr1Out, sr2Out, busy1, busy2, forward1, forward2);
	parameter BIT_WIDTH = 32;
	parameter REG_WIDTH = 4;
	parameter REG_SIZE = (1 << REG_WIDTH);
	input clk, wrtEn, wrtEnOut, rst;
	input [BIT_WIDTH - 1 : 0] dIn;
	input [REG_WIDTH - 1 : 0] wrtR, dr, sr1, sr2;
	output busy1, busy2, forward1, forward2;
	output [BIT_WIDTH - 1 : 0] sr1Out, sr2Out;
	reg [BIT_WIDTH - 1 : 0] regs [0 : REG_SIZE - 1];
	reg busy [0 : REG_SIZE - 1];
	always @(posedge clk) begin
		if (wrtEnOut) begin
			regs[dr] <= dIn;
			busy[dr] <= 0;
		end
		if(wrtEn) begin
			busy[wrtR] <= rst ? 1'b0 : 1'b1;
		end
	end
	assign sr1Out = regs[sr1];
	assign sr2Out = regs[sr2];
	assign busy1 = busy[sr1];
	assign busy2 = busy[sr2];
	assign forward1 = busy[sr1] && (dr == sr1) ? 1'b1 : 1'b0;
	assign forward2 = busy[sr2] && (dr == sr2) ? 1'b1 : 1'b0;
endmodule
==> impl_metrics.tcl <==
# yosys + openroad results
set metrics [dict create \
    outcome "completed" \
    initialDrtViolationCount 730 \
    synthAdderAreaFrac_pct 0 \
    worst_pin_slew_ns 0.742 \
    arrival_ns 3.32 \
    dieWidth_um 247 \
    hold_viol 0 \
    dieArea_mm2 0.0612 \
    ys_cells 1179 \
    crit_required_ns 3.84 \
    synth.cellmix.compoundShare_pct 4.50 \
    vias_per_cell 6.07 \
    grt_setup_unrepaired "no" \
    vias 13000 \
    yosys_warnings 1 \
    area_delta_synth_final_pct 17.3 \
    warning_count 25 \
    synth_area_mm2 0.0241 \
    maxSlewViolCount 0 \
    gp_congestion 0.801 \
    leakage_uw 0.00880 \
    start_kind "primary input" \
    tns_ns 0 \
    root_buffer "clkbuf_16" \
    core-area_mm2 0.0592 \
    ctsResizeCount 0 \
    finalCritPeriodShare_pct 89.1 \
    synthTopLogicFamily "multiplexers" \
    row_count 89 \
    grt_pass1_vias 14600 \
    ctsHoldBuffers 0 \
    lay_top_cells "528 x edfxtp_1, 264 x mux4_2, 128 x a22oi_1" \
    grt-ovfl-total 0 \
    crit_type "in2out" \
    max-slew-margin-rel_pct 50.5 \
    peakVddDrop_uv 282 \
    grt_max_degree 44 \
    grt_pass1_wl_um 91200 \
    setup_viol 0 \
    p_per_area_mw_per_mm2 356 \
    wl_per_cell_um 28.6 \
    dr.pass1.iters 23 \
    final_common_cell "edfxtp_1" \
    period_needed_ns 4.28 \
    cts_tree "done" \
    antenna_found_initial 1 \
    ant_nets 0 \
    place_hpwl_um 35900 \
    synthSimpleGateAreaFrac_pct 2.36 \
    cts_sinks 528 \
    hold_class "in2reg" \
    cp_max_fo 13 \
    htree_levels 2 \
    cap_violations 0 \
    post-cts-setup-buffers 0 \
    die_h_um 247 \
    io_buffer_count 119 \
    clk_path_buf_depth 3 \
    track_usage_pct 22.9 \
    cts_inserted_buffers 55 \
    place.detailed.instances 2034 \
    totalWireLength_um 60900 \
    ys_seq_share_pct 65.8 \
    flop_cell "edfxtp_1" \
    ys_types 25 \
    avgSynthCellArea_um2 20.4 \
    final_cells 2134 \
    drive_above_1_share_pct 31.5 \
    edf_count 528 \
    drc 0 \
    max_freq_mhz 234 \
    fp_util_pct 40.7 \
    synth_flops 528 \
    yosys.area_share.xor_xnor_pct 0.218 \
    clk_pin_slew_ns 0.06 \
    ys_async_sr_fraction_pct 0 \
    ys_area_mm2 0.0241 \
    synthCells 1179 \
    muxShareOfSynthArea_pct 24.9 \
    end_kind "output port" \
    io_pins 120 \
]
[power by group]
part / switching (uW) / leakage [uW] / internal, uW
logic: 471 / 0.00326 / 489
registers: 35.2 / 0.00474 / 5170
clock network: 1730 / 0.000800 / 2160
total: 2230 / 0.00880 / 7820
[registers in the layout (all words and copies together) (netlist names)]
signal / cells
busy: 16
regs: 512
[critical path, stage by stage]
cell	delay [ns]
clkdlybuf4s50_1	0.70
nor2_4	0.66
buf_4	0.29
a22oi_1	0.13
nand2_1	0.11
clkdlybuf4s50_1	0.47
[through the flow]
stage               area, um2  hold slack (ns)  power, uW  worst slack [ns]  util, %
floorplan               24100             1.06       5820             0.347        -
global placement        26600             1.86       6270             0.568     44.9
detailed placement      26600             1.87       6280             0.534     44.9
CTS                     28300             1.23      10200             0.566     47.7
global route            28300             1.28      10400             0.403     47.7
finish                  28300             1.26      10100             0.521     47.7
[cell type report]
type | instances | area (um2)
multi-input cells | 553 | 7870
well taps | 773 | 967
fillers | 4831 | 31000
clock inverters | 30 | 194
clock buffers | 69 | 1430
repair buffers | 180 | 1940
diodes | 1 | 2.50
flip-flops and latches | 528 | 15900
[worst paths after layout]
| check | depth (start not counted) | end | slack (ns) | startpoint |
|---|---|---|---|---|
| worst min-delay path | 3 | busy[14] | 1.26 | wrtR[3] |
| worst max-delay path | 6 | sr1Out[17] | 0.52 | sr1[2] |
[layer usage]
| layer | wire length [um] | track usage [%] | vias up |
|---|---|---|---|
| met5 | 0 | 0 | - |
| met4 | 1400 | 4.20 | 0 |
| met3 | 9290 | 15.3 | 105 |
| met2 | 30100 | 34.4 | 826 |
| met1 | 20200 | 29.6 | 6587 |
| li1 | - | - | 5438 |
[cell families after synthesis]
group	after synthesis
simple gates	131
compound gates	146
xor+xnor	6
flops	528
buf+inv	98
mux	270
[cell usage after synthesis, types with 4 or more instances]
library cell / number / area share, %
nand3_1: 4 / 0.083
mux4_2: 264 / 25
nor2_1: 32 / 0.50
a22oi_1: 128 / 4.0
nor2b_1: 4 / 0.10
buf_2: 25 / 0.52
o22ai_1: 12 / 0.31
nand2_1: 68 / 1.1
clkbuf_1: 52 / 0.81
or2_2: 4 / 0.10
mux2i_1: 6 / 0.25
buf_6: 16 / 0.75
nor3_1: 4 / 0.083
buf_1: 4 / 0.062
nand2b_1: 4 / 0.10
edfxtp_1: 528 / 66
o21bai_1: 4 / 0.12
nand3b_1: 4 / 0.12
xnor2_1: 6 / 0.22
Power figures rest on the tool's default switching activity, not on a simulated workload.
