### /design/flow/run.sh
#!/bin/bash
# OpenROAD 26Q1-2900-gdf79404cd8, Yosys 0.63+post, stock flow scripts
make -C /OpenROAD-flow-scripts/flow DESIGN_CONFIG=/design/flow/config.mk WORK_HOME=/design/flow/orfs finish
### /design/flow/config.mk
export PLATFORM = sky130hd
export DESIGN_NAME = ALU
export DESIGN_NICKNAME = ALU
export VERILOG_FILES = /design/flow/design.v
export SDC_FILE = /design/flow/constraint.sdc
export NUM_CORES = 4
export LEC_CHECK = 1
export CORE_UTILIZATION = 30
### /design/flow/constraint.sdc
current_design ALU

set clk_period 11.3
set clk_io_pct 0.2

create_clock -name clk0 -period $clk_period

set non_clock_inputs [all_inputs -no_clocks]
set_input_delay [expr $clk_period * $clk_io_pct] -clock clk0 $non_clock_inputs
set_output_delay [expr $clk_period * $clk_io_pct] -clock clk0 [all_outputs]
### /design/flow/design.v
module ALU(dIn1, dIn2, op1, op2, dOut);
	parameter BIT_WIDTH = 32;
	input [3:0] op1, op2;
	input signed [(BIT_WIDTH - 1) : 0] dIn1, dIn2;
	output reg [(BIT_WIDTH - 1) : 0] dOut;
	always @(*) begin
		if (op1[1:0] == 2'b10) begin
			if (op2[3]) begin
				if (op2[2]) begin
					case (op2[1:0])
						2'b01: dOut <= dIn1 != 0;								 
						2'b10: dOut <= dIn1 >= 0;								 
						2'b11: dOut <= dIn1 > 0;								 
						default: dOut <= 32'hffffffff;
					endcase
				end else begin
					case (op2[1:0])
						2'b00: dOut <= 32'd1;									 
						2'b01: dOut <= dIn1 != dIn2;							 
						2'b10: dOut <= dIn1 >= dIn2;							 
						2'b11: dOut <= dIn1 > dIn2;							 
					endcase
				end
			end else begin
				if (op2[2]) begin
					case (op2[1:0])
						4'b01: dOut <= dIn1 == 0;								 
						4'b10: dOut <= dIn1 < 0;								 
						4'b11: dOut <= dIn1 <= 0;								 
						default: dOut <= 32'hffffffff;
					endcase
				end else begin
					case (op2[1:0])
						2'b00: dOut <= 32'd0;									 
						2'b01: dOut <= dIn1 == dIn2;							 
						2'b10: dOut <= dIn1 < dIn2;							 
						2'b11: dOut <= dIn1 <= dIn2;							 
					endcase
				end
			end
		end else begin
			if (op2[3]) begin
				case (op2[1:0])
					2'b00: dOut <= ~(dIn1 & dIn2);							 
					2'b01: dOut <= ~(dIn1 | dIn2);							 
					2'b10: dOut <= ~(dIn1 ^ dIn2);							 
					2'b11: dOut <= dIn2 << 16;
				endcase
			end else begin
				if (op2[2]) begin
					case (op2[1:0])
						2'b00: dOut <= dIn1 & dIn2;							 
						2'b01: dOut <= dIn1 | dIn2;							 
						2'b10: dOut <= dIn1 ^ dIn2;							 
						default: dOut <= 32'hffffffff;
					endcase
				end else begin
					if (op2[0]) dOut <= dIn1 - dIn2;							 
					else dOut <= dIn1 + (dIn2 << (op1[1] ? 2 : 0));		 
				end
			end
		end
	end
endmodule
==> GITHUB_STEP_SUMMARY <==
## Synthesis and layout report

| Metric | Value |
|---|---|
| Post-cts sizing count | `0` |
| Flop area | `0 um^2` |
| Drt first pass iters | `5` |
| Register share after synthesis | `0%` |
| RSZ-0062 raised after global routing | `no` |
| Hold Path Class | `in2out` |
| Total power | `0.0004634 W` |
| Global-route wire length before repair | `43280 um` |
| Peak supply drop | `0.00001860 V` |
| Core area | `0.02361 mm^2` |
| CP endpoint kind | `output pin` |
| Relative slew slack | `42.83%` |
| Vias in the first global route | `7354` |
| Syn. warnings | `1` |
| Synth area leaders | `ha_1 (22%), a21oi_1 (6.7%), o21ai_0 (6.6%), nand2_1 (5.4%), inv_1 (5.0%)` |
| Most common cell in the synthesized netlist | `ha_1` |
| Clock buffers | `0` |
| Cell count in the Yosys report | `1095` |
| Chip area | `0.02489 mm^2` |
| WL final | `29040 um` |
| Cells on Worst Hold Path | `4` |
| Cycle use final | `77.87%` |
| Die H | `157.8 um` |
| Hold Vio Cnt, Final | `0` |
| Worst slew pin tran | `854.5 ps` |
| Port bufs | `102` |
| Synthesis-to-finish area growth | `17.09%` |
| Setup CP Type | `in2out` |
| DR vias/cell | `5.551` |
| Commonest cells in the netlist | `ha_1 (127), nand2_1 (104), a21oi_1 (98)` |
| DR DRC count | `0` |
| Chip width | `157.8 um` |
| Pwr/cell area | `54.38 mW/mm^2` |
| Setup TNS | `0 ps` |
| Worst-path fanout max | `5` |
| Post-Syn Area | `0.007278 mm^2` |
| Iter 0 DRT Violations | `630` |
| # rows | `56` |
| Layout cells sized above 1 | `6.626%` |
| Max Fclk | `113.6 MHz` |
| Max-slew violation count | `0` |
| GPL Wtd Cong | `1.004` |
| P_leak | `3.696 nW` |
| Flop count | `0` |
| Grt ovf | `0` |
| Final HPWL DP | `23290 um` |
| Antenna viol nets, final | `0` |
| Max Cap Violations | `0` |
| Post-Synthesis Cells | `1095` |
| Area leader share | `21.83%` |
| Yosys top cell by area | `ha_1` |
| Endpoints failing setup | `0` |
| Worst EP required | `9040 ps` |
| Initial antenna violation count | `1` |
| Critical path arrival | `6540 ps` |
| Yosys chip area | `0.007278 mm^2` |
| IO Pins | `104` |
| Tool warnings | `98` |
| Via count | `8143` |
| Tmin final | `8799 ps` |
| Status | `finished, final reports clean` |
| Cts hold-fix bufs | `0` |
| Syn avg cell area | `6.647 um^2` |
| Initial core utilization | `30.82%` |
| # Post-CTS Setup Buffers | `0` |
| All-Layer GR Usage | `23.23%` |
| Largest net degree at the start of global routing | `64` |
| Wirelength per Cell | `19.79 um` |
| Yosys cell types | `78` |
| Setup crit start kind | `primary input` |
final cells by class:
class	instances	area, um^2
Fill cell	2511	15090
Multi-Input combinational cell	931	6635
Timing Repair Buffer	115	1106
Tap cell	319	399.1
Inverter	101	379.1
Antenna cell	1	2.502
cell usage in the layout (no fill, tap or decap), types with 11 or more instances in the layout:
| cell type | n |
|---|---|
| mux2_2 | 26 |
| xnor2_1 | 32 |
| nor2b_1 | 25 |
| a21oi_1 | 98 |
| a21o_1 | 21 |
| buf_4 | 14 |
| o21ai_0 | 96 |
| a211oi_1 | 34 |
| o221ai_1 | 13 |
| mux2i_1 | 15 |
| nand2b_1 | 11 |
| nor4_1 | 16 |
| clkdlybuf4s50_1 | 99 |
| nand2_1 | 104 |
| nor2_1 | 82 |
| a31oi_1 | 22 |
| inv_1 | 97 |
| nor3_1 | 19 |
| ha_1 | 127 |
| nand3_1 | 17 |
| o211ai_1 | 12 |
| xor2_1 | 16 |
kinds of logic (layout without fill, tap and decap cells):
family / Yosys count / count (layout) / synth area share, %
AND-OR/OR-AND: 389 / 389 / 34.74
XOR/XNOR: 48 / 48 / 5.776
adder cells (fa/ha/maj): 129 / 129 / 22.38
buffers and inverters: 164 / 216 / 8.836
multiplexers: 42 / 42 / 6.395
other: 0 / 1 / 0
AND/OR/NAND/NOR: 323 / 323 / 21.87
metrics by stage:
stage	util [%]	instance area [um^2]	instances	worst slack, ps	hold slack (ps)
2_1_floorplan	-	7278	1095	4154	4747
5_1_grt	36.08	8519	1466	2373	5589
4_1_cts	36.08	8519	1466	2585	5540
6_report	36.09	8522	1467	2501	5540
3_5_place_dp	36.08	8519	1466	2591	5542
3_3_place_gp	36.08	8519	1466	2608	5538
path summary, 6_finish.rpt:
| check | startpoint | slack (ps) | to |
|---|---|---|---|
| max | dIn2[6] | 2500 | dOut[30] |
| min | op2[0] | 5540 | dOut[10] |
layer usage:
metal	vias up	global-route usage [%]	share of wire (%)
met3	37	1.700	6.6
li1	4064	-	-
met1	3759	34.08	48
met2	283	36.44	43
met4	0	6.241	2.7
met5	-	0	0
report_power, final:
group | total (W) | switching (W) | internal [W]
logic | 0.000463 | 0.000265 | 0.000198
clock network | 0.000000000000157 | 0 | 0.000000000000151
registers | 0 | 0 | 0
total | 0.000463 | 0.000265 | 0.000198
critical path: stages:
cell and delay (ps):
clkdlybuf4s50_1 680, inv_1 140, o21ai_0 180, ha_1 310, o21a_1 200, o21ai_0 430, a21o_1 290, o211ai_1 290
o2111ai_2 400, a21oi_1 180, or3_1 370, a21oi_1 190, o221ai_1 150, clkdlybuf4s50_1 460
Power and IR drop assume default switching activity.
